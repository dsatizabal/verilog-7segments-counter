$ cat run.sh
#!/bin/bash
# OpenROAD 26Q1-2900-gdf79404cd8, Yosys 0.63+post, stock flow scripts
make -C /OpenROAD-flow-scripts/flow DESIGN_CONFIG=/design/flow/config.mk WORK_HOME=/design/flow/orfs finish
$ cat design.v
`default_nettype none
`timescale 1ns/1ns
module counter_7seg(
	input wire clk,
	input wire rst,
	input wire freeze,
	output wire [6:0] display
);
	reg [19:0] counter;
	reg [3:0] digit;
		localparam MAX_COUNT = 20'h00009;
	always @(posedge clk or posedge rst) begin
		if (rst) begin
			counter <= 20'h0000;
			digit <= 4'b0;
		end else begin
			if (!freeze) begin
				if (counter < MAX_COUNT) begin
					counter <= counter + 1'b1;
				end else begin
					counter <= 20'h00000;
					if (digit >= 9) begin
						digit <= 4'b0;
					end else begin
						digit <= digit + 1'b1;
					end
				end;
			end;
		end;
	end;
	seven_segments seven_segments(.binary(digit), .display(display));
endmodule
`default_nettype none
`timescale 1ns/1ns
module seven_segments(
	input wire [3:0] binary,
	output reg [6:0] display
);
	always @(*) begin
		case (binary)
			4'b0000: display = 7'b0111111;
			4'b0001: display = 7'b0000110;
			4'b0010: display = 7'b1011011;
			4'b0011: display = 7'b1001111;
			4'b0100: display = 7'b1100110;
			4'b0101: display = 7'b1101101;
			4'b0110: display = 7'b1111101;
			4'b0111: display = 7'b0000111;
			4'b1000: display = 7'b1111111;
			4'b1001: display = 7'b1101111;
			default: display = 7'b1111001;
		endcase;
	end;
endmodule
$ cat constraint.sdc
current_design counter_7seg

set clk_period 2.2
set clk_io_pct 0.2

create_clock -name clk0 -period $clk_period [get_ports {clk}]

set non_clock_inputs [all_inputs -no_clocks]
set_input_delay [expr $clk_period * $clk_io_pct] -clock clk0 $non_clock_inputs
set_output_delay [expr $clk_period * $clk_io_pct] -clock clk0 [all_outputs]
$ cat config.mk
export PLATFORM = sky130hd
export DESIGN_NAME = counter_7seg
export DESIGN_NICKNAME = counter_7seg
export VERILOG_FILES = /design/flow/design.v
export SDC_FILE = /design/flow/constraint.sdc
export NUM_CORES = 4
export LEC_CHECK = 1
export CORE_AREA = 10 10 114 114
export DIE_AREA = 0 0 124 124
==> impl_metrics.yaml <==
# physical design summary
detailed_routing:
  vias: 1037
  drcViolationCount: 0
  detail-route-antenna-nets: 0
  wl_per_cell_um: 8.515
  antennaDiodeCount: 0
  via_per_inst: 3.515
  first_pass_iters: 4
  first_iter_violations: 88
  wl_um: 2512
final_timing:
  final-setup-viol-count: 0
  slew_viol_final: 0
  hold_viol_final: 0
  fin_crit_sh_pct: 97.62
  tightest_slew_ns: 0.3431
  max_slew_margin_pct: 76.93
  rsz0062_at_grt: "yes"
  fin_crit_ns: 2.148
  fin_skew_ns: 0.004175
  fin_hold_ws_ns: 0.4979
  fmax_ghz: 0.4656
worst_setup_path:
  reg2reg_to: "digit[0]"
  worst-r2r-cell-count: 4
  startpoint_type: "flip-flop"
  crit_arrival_ns: 1.71
  crit_type: "reg2out"
  endpoint_kind: "primary output"
  worstPathMaxFanout: 4
  r2r_slack_ns: 0.32
  worstReg2RegStart: "counter[6]"
  required_ns: 1.76
global_route:
  grt_antenna_before_repair: 0
  grt_pass1_wl_um: 4402
  grt_remaining_overflow: 0
  grt_max_degree: 25
  grt_pass1_vias: 970
  grt_usage_pct: 3.348
yosys:
  ys_sh_xor_pct: 3.860
  synth_cells: 142
  top_area_cell: "dfrtp_1"
  mux_share_pct: 2.574
  synth_area_per_cell_sq_um: 9.587
  top_cells_by_area: "dfrtp_1 (44%), ha_1 (9.2%), nor2_1 (7.2%)"
  ff_type: "dfrtp_1"
  top_logic_kind: "simple AND/OR/NAND/NOR gates"
  ys_seq_elements: 24
  yosys.cell_types.count: 39
  simple_gate_share_pct: 20.22
  yosysWarnings: 2
  top_cell_area_share_pct: 44.12
  yosys_area_sq_um: 1361
  synth_area_sq_um: 1361
  yosysSeqAreaShare_pct: 44.12
  aoi_share_pct: 14.98
  yosys_cells: 142
  edf_count: 0
  synthArstFlopShare_pct: 100.0
  yosys.area_share.adder_pct: 9.191
floorplan:
  die_w_um: 124
  rows: 37
  dieArea_sq_um: 15380
  core_sq_um: 10420
  io_pins: 10
  fp_util_pct: 13.07
  die_y_um: 124
clock_network:
  tritoncts: "built"
  path_clk_slew_ns: 0.08
  cts_max_level: 1
  cts_made_buffers: 3
  cts-root-buf: "clkbuf_8"
  cts.sinks: 24
  ctsHoldBuffers: 0
  clockBufferDepth: 2
  clk_latency_ns: 0.26
power:
  p_per_area_nw_per_um2: 1078
  power.leakage_nw: 0.7692
  ir_worst_vdd_mv: 0.2409
job:
  drv_cap: 0
  tool_warnings: 34
min_path:
  min_path_cells: 2
  holdPathEnd: "counter[19]"
  hold_path_startpoint: "counter[19]"
  hold_class: "reg2reg"
placement:
  placed_area_sq_um: 1632
  gp_congestion: 0.8287
  dp_hpwl_um: 1835
  portBuffers: 9
status:
  status: "completed"
final_layout:
  regArea_sq_um: 601.8
  logic_area_sq_um: 696.9
  fillers: 1134
  finalInstanceArea_sq_um: 1732
  utilization_pct: 16.62
  area_delta_synth_final_pct: 27.21
  drive_gt1_share_pct: 14.47
==> cells in the final DEF, fill, tap and decap left out, types with 3 or more instances in the layout <==
| cell | instances |
|---|---|
| nor2_1 | 26 |
| dfrtp_1 | 23 |
| nand2_1 | 9 |
| ha_1 | 9 |
| clkdlybuf4s50_1 | 9 |
| buf_4 | 9 |
| inv_1 | 7 |
| a31oi_1 | 6 |
| a21oi_1 | 5 |
| or4_1 | 3 |
| nand2b_1 | 3 |
| nand3_1 | 3 |
| xnor2_1 | 3 |
| xor2_1 | 3 |
| clkbuf_8 | 3 |
==> Yosys cell counts (2+ instances only) <==
master	count
nor4_1	2
a211oi_1	2
a21oi_1	5
or4_1	3
xnor2_1	3
nor2_1	26
dfrtp_1	24
nor3_1	2
a31oi_1	6
nand3_1	3
xor2_1	3
a21o_1	2
mux2i_1	2
nand2_1	10
nand2b_1	3
o21ai_0	3
buf_6	2
inv_1	9
clkbuf_1	2
ha_1	10
a41oi_1	2
==> state kept, by name (all words and copies together), names as in the netlist <==
signal,count
digit,4
counter,20
==> where the power goes <==
group	total, W	internal, W	switching (W)
clock	0.000377	0.000243	0.000134
combinational	0.000844	0.000468	0.000376
sequential	0.000646	0.000523	0.000124
==> how the worst max path moves through the flow <==
| stage | from | endpoint | slack [ns] | depth (start not counted) |
|---|---|---|---|---|
| after CTS | digit[1] | display[1] | 0.01 | 4 |
| after global routing | digit[0] | display[3] | -0.06 | 5 |
| final | digit[0] | display[1] | 0.05 | 4 |
==> worst max-delay path: stages (launching register included) <==
cell and delay, ns:
dfrtp_1 0.40, inv_1 0.13, ha_1 0.27, o21ai_0 0.16
clkdlybuf4s50_1 0.49
==> per-stage QoR <==
stage               TNS, ns  setup WS [ns]  total power (W)  std cells
CTS                       0        0.01334         0.001873        294
global route        -0.1440       -0.06100         0.002025        295
finish                    0        0.05225         0.001867        295
global placement          0         0.2279         0.001456        288
detailed placement        0         0.1690         0.001458        288
floorplan                 0         0.4208         0.001143        142
==> final cells by class <==
type / count / area share (%)
Multi-Input combinational cell: 104 / 40.25
Inverter: 9 / 1.951
Clock buffer: 3 / 2.384
Sequential cell: 24 / 34.75
Timing Repair Buffer: 18 / 9.104
Tap cell: 136 / 9.827
Clock inverter: 1 / 1.734
==> per-layer routing <==
layer / wire, um / global-route usage [%] / up-vias
li1: - / - / 528
met1: 1217 / 4.588 / 497
met2: 1191 / 5.430 / 10
met3: 72 / 0.7346 / 2
met4: 29 / 0.5036 / 0
met5: 0 / 0 / -
==> cell families (layout without fill, tap and decap cells) <==
group	count (synthesis)	in the layout
mux	3	3
fa+ha+maj	10	10
buf+inv	14	31
flops	24	24
simple gates	57	57
compound gates	28	28
xor+xnor	6	6
==> what timing repair did <==
action                     4_1_cts  5_1_grt
setup endpoints to repair        3        6
setup buffers                    2        1
gates resized                    2        4
gates cloned                     0        0
Power and IR drop assume default switching activity.
